===== ./config.mk =====
export PLATFORM = sky130hd
export DESIGN_NAME = switch_mcu_decoder
export DESIGN_NICKNAME = switch_mcu_decoder
export VERILOG_FILES = /design/flow/design.v
export SDC_FILE = /design/flow/constraint.sdc
export NUM_CORES = 4
export LEC_CHECK = 1
export CORE_AREA = 10 10 116 116
export DIE_AREA = 0 0 126 126

===== ./constraint.sdc =====
current_design switch_mcu_decoder

set clk_period 2.1
set clk_io_pct 0.2

create_clock -name clk0 -period $clk_period [get_ports {in_clk}]

set non_clock_inputs [all_inputs -no_clocks]
set_input_delay [expr $clk_period * $clk_io_pct] -clock clk0 $non_clock_inputs
set_output_delay [expr $clk_period * $clk_io_pct] -clock clk0 [all_outputs]

===== ./design.v =====
module switch_mcu_decoder (
    in_clk,
    in_rst,
    in_inst,
    in_cycle_cnt,
    out_lui,
    out_auipc,
    out_jal,
    out_jalr,
    out_beq,
    out_bne,
    out_blt,
    out_bge,
    out_bltu,
    out_bgeu,
    out_lb,
    out_lh,
    out_lw,
    out_lbu,
    out_lhu,
    out_sb,
    out_sh,
    out_sw,
    out_addi,
    out_slti,
    out_sltiu,
    out_xori,
    out_ori,
    out_andi,
    out_slli,
    out_srli,
    out_srai,
    out_add,
    out_sub,
    out_sll,
    out_slt,
    out_sltu,
    out_xor,
    out_srl,
    out_sra,
    out_or,
    out_and,
    out_fence,
    out_fence_i,
    out_ecall,
    out_ebreak,
    out_csrrw,
    out_csrrs,
    out_csrrc,
    out_csrrwi,
    out_csrrsi,
    out_csrrci,
    out_rs2,
    out_rs1,
    out_rd,
    out_imm_type_i,
    out_imm_type_s,
    out_imm_type_b,
    out_imm_type_u,
    out_imm_type_j
);
input wire in_clk            ;
input wire in_rst            ;
input wire [3:0] in_cycle_cnt; 
input wire [31:0] in_inst;
output wire out_lui          ;
output wire out_auipc        ;
output wire out_jal          ;
output wire out_jalr         ;
output wire out_beq          ;
output wire out_bne          ;
output wire out_blt          ;
output wire out_bge          ;
output wire out_bltu         ;
output wire out_bgeu         ;
output wire out_lb           ;
output wire out_lh           ;
output wire out_lw           ;
output wire out_lbu          ;
output wire out_lhu          ;
output wire out_sb           ;
output wire out_sh           ;
output wire out_sw           ;
output wire out_addi         ;
output wire out_slti         ;
output wire out_sltiu        ;
output wire out_xori         ;
output wire out_ori          ;
output wire out_andi         ;
output wire out_slli         ;
output wire out_srli         ;
output wire out_srai         ;
output wire out_add          ;
output wire out_sub          ;
output wire out_sll          ;
output wire out_slt          ;
output wire out_sltu         ;
output wire out_xor          ;
output wire out_srl          ;
output wire out_sra          ;
output wire out_or           ;
output wire out_and          ;
output wire out_fence        ;
output wire out_fence_i      ;
output wire out_ecall        ;
output wire out_ebreak       ;
output wire out_csrrw        ;       
output wire out_csrrs        ;
output wire out_csrrc        ;
output wire out_csrrwi       ;
output wire out_csrrsi       ;
output wire out_csrrci       ;
output wire [4:0]   out_rs2         ;
output wire [4:0]   out_rs1         ;
output wire [4:0]   out_rd          ;
output wire [11:0]  out_imm_type_i  ;
output wire [11:0]  out_imm_type_s  ;
output wire [11:0]  out_imm_type_b  ;
output wire [19:0]  out_imm_type_u  ;
output wire [18:0]  out_imm_type_j  ;
wire [3:0] inst_31_16 = inst[31:16];
wire [3:0] inst_31_28 = inst[31:28];
wire [3:0] inst_19_15 = inst[19:15];
wire [3:0] inst_11_7  = inst[11:7];
wire [2:0] inst_31_25 = inst[31:25];
wire [2:0] inst_14_12 = inst[14:12];
wire [6:0] inst_6_0   = inst[6:0];
wire inst_31_16_equal_000000000000 = (inst_31_16 == 'b000000000000);
wire inst_31_16_equal_000000000001 = (inst_31_16 == 'b000000000001);
wire inst_31_28_equal_0000 = (inst_31_28 == 'b0000);
wire inst_19_15_equal_00000 = (inst_19_15 == 'b00000);
wire inst_11_7_equal_00000 = (inst_11_7 == 'b00000);
wire inst_31_25_equal_0000000   = (inst_14_12 == 'b0000000);
wire inst_31_25_equal_0100000   = (inst_14_12 == 'b0100000);
wire inst_14_12_equal_000   = (inst_14_12 == 'b000);
wire inst_14_12_equal_001   = (inst_14_12 == 'b001);
wire inst_14_12_equal_010   = (inst_14_12 == 'b010);
wire inst_14_12_equal_011   = (inst_14_12 == 'b011);
wire inst_14_12_equal_100   = (inst_14_12 == 'b100);
wire inst_14_12_equal_101   = (inst_14_12 == 'b101);
wire inst_14_12_equal_110   = (inst_14_12 == 'b110);
wire inst_14_12_equal_111   = (inst_14_12 == 'b111);
wire inst_6_0_equal_1100111 = (inst_6_0 == 'b1100111);
wire inst_6_0_equal_0000011 = (inst_6_0 == 'b0000011);
wire inst_6_0_equal_0100011 = (inst_6_0 == 'b0100011);
wire inst_6_0_equal_0010011 = (inst_6_0 == 'b0010011);
wire inst_6_0_equal_0110111 = (inst_6_0 == 'b0110111);
wire inst_6_0_equal_0010111 = (inst_6_0 == 'b0010111);
wire inst_6_0_equal_1101111 = (inst_6_0 == 'b1101111);
wire inst_6_0_equal_0110011 = (inst_6_0 == 'b0110011);
wire inst_6_0_equal_0001111 = (inst_6_0 == 'b0001111);
wire inst_6_0_equal_1110011 = (inst_6_0 == 'b1110011);
reg [31:0] inst;
always@(posedge in_clk or negedge in_rst) begin
    if(!in_rst)
        inst <= 0;
    else if(in_cycle_cnt == 1)
        inst <= in_inst;
    else
        inst <= inst;
end
assign out_lui      = (inst_6_0_equal_0110111);
assign out_auipc    = (inst_6_0_equal_0010111);
assign out_jal      = (inst_6_0_equal_1101111);
assign out_jalr     = (inst_14_12_equal_000 & inst_6_0_equal_1100111);
assign out_beq      = (inst_14_12_equal_000 & inst_6_0_equal_1100111);
assign out_bne      = (inst_14_12_equal_001 & inst_6_0_equal_1100111);
assign out_blt      = (inst_14_12_equal_010 & inst_6_0_equal_1100111);
assign out_bge      = (inst_14_12_equal_011 & inst_6_0_equal_1100111);
assign out_bltu     = (inst_14_12_equal_100 & inst_6_0_equal_1100111);
assign out_bgeu     = (inst_14_12_equal_111 & inst_6_0_equal_1100111);
assign out_lb       = (inst_14_12_equal_000 & inst_6_0_equal_0000011);
assign out_lh       = (inst_14_12_equal_001 & inst_6_0_equal_0000011);
assign out_lw       = (inst_14_12_equal_010 & inst_6_0_equal_0000011);
assign out_lbu      = (inst_14_12_equal_100 & inst_6_0_equal_0000011);
assign out_lhu      = (inst_14_12_equal_101 & inst_6_0_equal_0000011);
assign out_sb       = (inst_14_12_equal_000 & inst_6_0_equal_0100011);
assign out_sh       = (inst_14_12_equal_001 & inst_6_0_equal_0100011);
assign out_sw       = (inst_14_12_equal_010 & inst_6_0_equal_0100011);
assign out_addi     = (inst_14_12_equal_000 & inst_6_0_equal_0010011);
assign out_slti     = (inst_14_12_equal_010 & inst_6_0_equal_0010011);
assign out_sltiu    = (inst_14_12_equal_011 & inst_6_0_equal_0010011);
assign out_xori     = (inst_14_12_equal_100 & inst_6_0_equal_0010011);
assign out_ori      = (inst_14_12_equal_110 & inst_6_0_equal_0010011);
assign out_andi     = (inst_14_12_equal_111 & inst_6_0_equal_0010011);
assign out_csrrw    = (inst_14_12_equal_001 & inst_6_0_equal_1110011);
assign out_csrrs    = (inst_14_12_equal_010 & inst_6_0_equal_1110011);
assign out_csrrc    = (inst_14_12_equal_011 & inst_6_0_equal_1110011);
assign out_csrrwi   = (inst_14_12_equal_101 & inst_6_0_equal_1110011);
assign out_csrrsi   = (inst_14_12_equal_110 & inst_6_0_equal_1110011);
assign out_csrrci   = (inst_14_12_equal_111 & inst_6_0_equal_1110011);
assign out_slli     = (inst_31_25_equal_0000000 & inst_14_12_equal_001 & inst_6_0_equal_0010011);
assign out_srli     = (inst_31_25_equal_0000000 & inst_14_12_equal_101 & inst_6_0_equal_0010011);
assign out_srai     = (inst_31_25_equal_0100000 & inst_14_12_equal_101 & inst_6_0_equal_0010011);
assign out_add      = (inst_31_25_equal_0000000 & inst_14_12_equal_000 & inst_6_0_equal_0110011);
assign out_sub      = (inst_31_25_equal_0100000 & inst_14_12_equal_000 & inst_6_0_equal_0110011);
assign out_sll      = (inst_31_25_equal_0000000 & inst_14_12_equal_001 & inst_6_0_equal_0110011);
assign out_slt      = (inst_31_25_equal_0000000 & inst_14_12_equal_010 & inst_6_0_equal_0110011);
assign out_sltu     = (inst_31_25_equal_0000000 & inst_14_12_equal_011 & inst_6_0_equal_0110011);
assign out_xor      = (inst_31_25_equal_0000000 & inst_14_12_equal_100 & inst_6_0_equal_0110011);
assign out_srl      = (inst_31_25_equal_0000000 & inst_14_12_equal_101 & inst_6_0_equal_0110011);
assign out_sra      = (inst_31_25_equal_0100000 & inst_14_12_equal_101 & inst_6_0_equal_0110011);
assign out_or       = (inst_31_25_equal_0000000 & inst_14_12_equal_110 & inst_6_0_equal_0110011);
assign out_and      = (inst_31_25_equal_0000000 & inst_14_12_equal_111 & inst_6_0_equal_0110011);
assign out_fence    = (inst_31_28_equal_0000 & inst_19_15_equal_00000 & inst_14_12_equal_000 & inst_11_7_equal_00000 & inst_6_0_equal_0001111);
assign out_fence_i  = (inst_31_16_equal_000000000000 & inst_19_15_equal_00000 & inst_14_12_equal_001 & inst_11_7_equal_00000 & inst_6_0_equal_0001111);
assign out_ecall    = (inst_31_16_equal_000000000000 & inst_19_15_equal_00000 & inst_14_12_equal_000 & inst_11_7_equal_00000 & inst_6_0_equal_1110011);
assign out_ebreak   = (inst_31_16_equal_000000000001 & inst_19_15_equal_00000 & inst_14_12_equal_000 & inst_11_7_equal_00000 & inst_6_0_equal_1110011);
assign out_rs2        = inst [24:20]  ;
assign out_rs1        = inst [19:15]  ;
assign out_rd         = inst [11:7]   ;
assign out_imm_type_i = inst [31:20]  ;
assign out_imm_type_s = {inst[31:25], inst[11:7]};
assign out_imm_type_b = {inst[31], inst[7], inst[30:25], inst[11:8]};
assign out_imm_type_u = inst [31:12]  ;
assign out_imm_type_j = {inst[31], inst[19:12], inst[20], inst[30:20]};
endmodule

===== ./run.sh =====
#!/bin/bash
# OpenROAD 26Q1-2900-gdf79404cd8, Yosys 0.63+post, stock flow scripts
make -C /OpenROAD-flow-scripts/flow DESIGN_CONFIG=/design/flow/config.mk WORK_HOME=/design/flow/orfs finish

==> run_results.csv <==
group,metric,value,unit
logic_synthesis,synthDistinctLibCells,28,
logic_synthesis,yosys.area.top_type_share,33.5,%
global_routing,antenna_found_initial,0,
setup_path,crit_path_cell_trace,"and4bb_2 -> nand4_1 -> buf_4 -> buf_6 -> buf_6 -> nor2_2 -> buf_2",
route,drtIter0Drc,70,
placed_design,port-buffer-count,161,
final_timing,unrepaired_setup_endpoints_after_global_routing,"true",
logic_synthesis,syn_avg_cell_area,9.74,µm²
setup_path,worst_path_most_repeated_cell,"sky130_fd_sc_hd__buf_6",
floorplan,placementRows,38,
logic_synthesis,synth_area,2390,µm²
route,avgViaCountPerCell,3.85,
setup_path,ff2ff_setup_slack,1060,ps
logic_synthesis,synth-seq-area-share,33.5,%
cells_and_area,area_overhead_of_the_layout_relative_to_synthesis,67.1,%
clock_tree,clkLatencyLatePin,270,ps
cells_and_area,largest_register_ff_count,32,
logic_synthesis,ys_async_sr_fraction,100,%
final_timing,timing.fmax,478,MHz
logic_synthesis,ys_sh_simple,15.0,%
cells_and_area,layout.filler_cells,1040,
hold_path,worst_hold_path_type,"input pin to asynchronous set/reset pin",
pwr,report.power.total,0.00314,W
clock_tree,cts_inserted_buffers,5,
floorplan,floorplan.die.width,126,µm
logic_synthesis,aoi_share,0,%
logic_synthesis,syn-instance-count,245,
logic_synthesis,yosys_warnings,1,
cells_and_area,most-common-layout-cells,"sky130_fd_sc_hd__clkdlybuf4s50_1, sky130_fd_sc_hd__buf_4, sky130_fd_sc_hd__mux2_2, sky130_fd_sc_hd__dfrtp_1, sky130_fd_sc_hd__nor2_1",
global_routing,overflow,0,
outcome,outcome,"finished clean",
global_routing,grtUsageMet2,15.2,%
setup_path,critPathArrivalTime,1670,ps
cells_and_area,register_area,802,µm²
clock_tree,cts_hold_buf,0,
floorplan,floorplan.die_area,15900,µm²
global_routing,top_usage_layer,"met2",
clock_tree,root_buffer,"sky130_fd_sc_hd__clkbuf_16",
run,warning_count,27,
cells_and_area,finish.utilization,36.5,%
placed_design,finalWeightedCongestion,0.855,
global_routing,globalRouteTotalUtil,9.01,%
floorplan,io_pins,175,
clock_tree,cts-htree-levels,2,
setup_path,crit_path_max_incr_delay,390,ps
setup_path,worst-setup-path-type,"register to output port",
logic_synthesis,synth-cells-yosys,245,
route,routedWlPerCell,15.1,µm
logic_synthesis,yosysChipArea,2390,µm²
pwr,cellPowerDensity,786,nW/µm²
final_timing,max_slew.worst_pin.slew,743,ps
cells_and_area,top_regs,"inst x32",
logic_synthesis,edf_count,0,
global_routing,maximum_number_of_pins_on_one_net_before_global_route_repair,33,
final_timing,fin_setup_tns,0,ps
cells_and_area,largest_register_by_flop_count,"inst",
logic_synthesis,synth_flops,32,
run,drv.max_cap_violation_count,0,
final_timing,hold_slack,210,ps
cells_and_area,final_layout_size_suffix_gt1_share,34.1,%
setup_path,worst_setup_path_end_kind,"output port",
clock_tree,path_clk_slew,60,ps
clock_tree,clock_sinks,32,
pwr,static-leakage-power,1.73,nW
clock_tree,max-clock-path-buffers,2,
final_timing,drv_slew,0,
floorplan,design.core.area,10900,µm²
setup_path,critPathSlowestCell,"sky130_fd_sc_hd__dfrtp_1",
setup_path,crit_required,1680,ps
route,totalWireLength,7.54,mm
pwr,peakVddDrop,0.433,mV
logic_synthesis,most_area_hungry_cell_type_in_the_yosys_netlist,"sky130_fd_sc_hd__dfrtp_1",
route,drt-pass1-iter-count,6,
route,vias,1917,
logic_synthesis,postSynth.topFlopCell,"sky130_fd_sc_hd__dfrtp_1",
route,remaining_drc_errors,0,
final_timing,post_layout_period_usage_of_the_worst_path,99.6,%
global_routing,grt_pass1_wl,11.8,mm
floorplan,initial_utilization,21.8,%
clock_tree,cts_tree,"built",
route,antenna_left,0,
global_routing,grtUsageMet1,10.6,%
logic_synthesis,synth-xor-area-share,0,%
final_timing,finalCriticalPeriod,2090,ps
global_routing,grtUsageMet3,4.21,%
setup_path,cp-start-kind,"register",
setup_path,crit_fanout,4,
logic_synthesis,ys_top_cells_by_area,"sky130_fd_sc_hd__dfrtp_1, sky130_fd_sc_hd__buf_4, sky130_fd_sc_hd__mux2_2",
cells_and_area,most_common_cell_after_layout_fill_and_taps_aside,"sky130_fd_sc_hd__clkdlybuf4s50_1",
final_timing,finalHoldViolCount,0,
route,detail_route.antenna_diodes,0,
final_timing,setup_violations,0,
global_routing,vias_in_the_first_global_route,2076,
final_timing,clock_skew,0,ps
cells_and_area,final-comb-area,878,µm²
logic_synthesis,ys_top_logic_family,"buffers and inverters",
placed_design,hpwl,6.19,mm
final_timing,relative_slew_margins,50.4,%
logic_synthesis,yosys-mux-area-fraction,15.1,%
floorplan,die.size.y,126,µm
logic_synthesis,fraction_of_the_mapped_netlist_area_in_adder_cells,0,%
==> path summary, 6_finish.rpt <==
kind                       startpoint          to  cells past startpoint
setup / recovery              inst[3]  out_csrrwi                      7
hold / removal                 in_rst    inst[23]                      1
setup reg to reg             inst[12]    inst[12]                      3
hold reg to reg               inst[0]     inst[0]                      1
max in group asynchronous      in_rst     inst[5]                      1
min in group clk0             inst[0]     inst[0]                      1
==> through the flow <==
step	std cells	worst slack, ps	instance area [µm²]
2_1_floorplan	257	482	2430
3_3_place_gp	472	-113	3580
3_5_place_dp	472	-121	3580
4_1_cts	494	-11.9	3930
5_1_grt	498	-63.2	3990
6_report	498	7.45	3990
==> cell families after synthesis <==
logic type,Yosys count
multiplexers,32
buffers and inverters,115
AND/OR/NAND/NOR,65
flip-flops,32
other,1
==> repair_timing <==
action | in CTS | in global routing
endpoints found under the setup margin | 32 | 14
gates resized | 76 | 15
pin swaps | 27 | 9
gates cloned | 0 | 0
buffers inserted | 14 | 4
==> synthesized netlist by cell type (3+ instances only) <==
library cell	number
sky130_fd_sc_hd__buf_4	104
sky130_fd_sc_hd__dfrtp_1	32
sky130_fd_sc_hd__mux2_2	31
sky130_fd_sc_hd__nor2_1	31
sky130_fd_sc_hd__nand2_1	6
sky130_fd_sc_hd__buf_6	5
sky130_fd_sc_hd__nand3b_1	4
sky130_fd_sc_hd__clkbuf_1	3
sky130_fd_sc_hd__nor3_1	3
==> per-layer routing <==
metal  vias to the layer above  part of all wire (%)
met5                         -                     0
met4                         0                  0.82
met3                         7                    11
met2                       106                    48
met1                       889                    40
li1                        915                     -
==> where the power goes <==
part / leakage, nW / internal (W) / switching, W / total (W)
combinational: 1.25 / 0.00103 / 0.000340 / 0.00137
sequential: 0.383 / 0.000755 / 0.000130 / 0.000885
clock: 0.0901 / 0.000624 / 0.000260 / 0.000885
==> area by class of cell <==
| type | instances | share of cell area [%] |
|---|---|---|
| Timing Repair Buffer | 208 | 48.9 |
| Multi-Input combinational cell | 110 | 22.0 |
| Sequential cell | 32 | 20.1 |
| Tap cell | 140 | 4.39 |
| Clock buffer | 7 | 3.83 |
| Clock inverter | 1 | 0.753 |
==> critical path: cells and delay by family (launching register included) <==
family | cells | cell delay (ps)
AND/OR/NAND/NOR | 3 | 520
buffers and inverters | 4 | 480
flip-flops | 1 | 390
Power figures rest on the tool's default switching activity, not on a simulated workload.
